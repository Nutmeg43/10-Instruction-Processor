File: /design/flow/config.mk
export PLATFORM = sky130hd
export DESIGN_NAME = instruction_decoder
export DESIGN_NICKNAME = instruction_decoder
export VERILOG_FILES = /design/flow/design.v
export SDC_FILE = /design/flow/constraint.sdc
export NUM_CORES = 4
export LEC_CHECK = 1
export CORE_AREA = 10 10 88 88
export DIE_AREA = 0 0 98 98
File: /design/flow/constraint.sdc
current_design instruction_decoder

set clk_period 8.5
set clk_io_pct 0.2

create_clock -name clk0 -period $clk_period

set non_clock_inputs [all_inputs -no_clocks]
set_input_delay [expr $clk_period * $clk_io_pct] -clock clk0 $non_clock_inputs
set_output_delay [expr $clk_period * $clk_io_pct] -clock clk0 [all_outputs]
File: /design/flow/design.v
module instruction_decoder#(
    DATA_WIDTH = 32,
    ADDRESS_WIDTH = 12
)(
    input  [DATA_WIDTH-1:0] instruction,
    input  [DATA_WIDTH-1:0] dest_reg_read,     
    input  [DATA_WIDTH-1:0] src_reg_read,      
    output logic [3:0] cc,
    output logic [3:0] opcode,
    output logic [DATA_WIDTH-1:0] operand_one,
    output logic [DATA_WIDTH-1:0] operand_two,
    output logic dest_type,
    output logic r_en_one,
    output logic r_en_two,
    output logic [ADDRESS_WIDTH-1:0] r_adrs_one,
    output logic [ADDRESS_WIDTH-1:0] r_adrs_two,
    output logic [ADDRESS_WIDTH-1:0] dest_adrs
);
    always_comb begin
        opcode = instruction[31:28];
        cc = instruction[27:24];
        operand_two = (instruction[27] | (opcode == 4'b0010)) ? src_reg_read  : instruction[23:12];
        operand_one = (instruction[26] & (opcode != 4'b0011)) ? dest_reg_read : instruction[11:0];  
        dest_type = instruction[26] & (opcode != 4'b0011);  
        r_en_one = instruction[26];
        r_en_two = instruction[27] | (opcode == 4'b0010);
        r_adrs_one = instruction[11:0];
        r_adrs_two = instruction[23:12];
        dest_adrs = instruction[11:0];
    end
endmodule
File: /design/flow/run.sh
#!/bin/bash
# OpenROAD 26Q1-2900-gdf79404cd8, Yosys 0.63+post, stock flow scripts
make -C /OpenROAD-flow-scripts/flow DESIGN_CONFIG=/design/flow/config.mk WORK_HOME=/design/flow/orfs finish
==> run_results.csv <==
group,metric,value,unit
route,drc,0,
grt,track_usage,11.09,%
setup_path,path_buffers,4,
final_layout,drive_above_1_share,10.55,%
power_and_ir_drop,leakage,1.085,nW
placed_design,gp_congestion,0.8022,
route,wl_per_cell,17.17,um
final_timing,max_freq,187.4,MHz
outcome,status,"complete, no violations",
power_and_ir_drop,vdd_drop_max,0.02320,mV
flow_run,tool_warnings,32,
setup_path,crit_required,6800,ps
logic_synthesis,synthesis.area,1033,um^2
floorplanning,fp-utilization,17.46,%
setup_path,critPathMaxStageDelay,540,ps
final_timing,timing.final.crit_share,62.77,%
final_timing,rsz0062_at_grt,"no",
final_timing,finalSetupViolCount,0,
setup_path,crit_slowest_cell,"clkdlybuf4s50_1",
power_and_ir_drop,finalPower,133.1,uW
setup_path,critPathTopFamily,"buffers and inverters",
setup_path,path_cells,"clkdlybuf4s50_1 -> inv_1 -> a31oi_4 -> buf_4 -> mux2_2 -> clkdlybuf4s50_1",
placed_design,portBuffers,203,
logic_synthesis,yosys.cell_types.count,11,
power_and_ir_drop,intPower,106.2,uW
final_layout,nFlopsAndLatches,0,
grt,grt_start_max_net_pins,34,
cts,ctsHoldBuffers,0,
final_timing,worst_pin_slew,402.9,ps
final_layout,clkbuf_count,0,
setup_path,worstSetupPathType,"input port to output pin",
logic_synthesis,synth_warnings,1,
final_timing,final-hold-violation-count,0,
final_timing,period_needed,5335,ps
route,diodes,0,
route,vias,1283,
placed_design,dp_hpwl,5498,um
route,viasPerCell,3.666,
power_and_ir_drop,pwr-share-comb,100.0,%
final_timing,relSlewSlack,73.14,%
power_and_ir_drop,p_sw_share,20.19,%
floorplanning,core,5921,um^2
route,drtPass1Iterations,2,
setup_path,cp_common_cell,"clkdlybuf4s50_1",
logic_synthesis,ys_cells,121,
floorplanning,die-width,98,um
power_and_ir_drop,power.density,47.65,nW/um^2
logic_synthesis,ys_chip_area,1033,um^2
route,ant_nets,0,
final_layout,final_util,47.19,%
final_layout,area_growth,170.3,%
final_timing,finalMaxSlewViolations,0,
cts,cts_resized,0,
route,drt_iter0_drc,14,
grt,grt_pass1_vias,1382,
final_timing,holdWs,3400,ps
setup_path,endpoint_kind,"output pin",
grt,antenna_found_initial,0,
cts,cts_setup_buffers,0,
logic_synthesis,ys_seq_share,0,%
setup_path,cp_max_fo,33,
setup_path,arrival,3640,ps
power_and_ir_drop,sequentialPowerShare,0,%
logic_synthesis,syn_area_per_cell,8.541,um^2
logic_synthesis,synth_cells,121,
floorplanning,num_io_pins,207,
grt,grt_first_pass_wirelength,8638,um
floorplanning,rows,28,
final_timing,final.setup.tns,0,ps
power_and_ir_drop,power.share.clock,0,%
final_layout,seqCellArea,0,um^2
grt,grt-ovfl-total,0,
route,wl,6011,um
flow_run,drv_cap,0,
floorplanning,dieArea,9604,um^2
power_and_ir_drop,switchingPower,26.88,uW
hold_path,hp-class,"input port to output pin",
setup_path,crit_path_start_kind,"input port",
final_layout,fill_cells,579,
floorplanning,die_height,98,um
==> metrics by stage <==
stage               cells  setup WS, ps  instance area, um^2
CTS                   350          3146                 2794
floorplan             121          4355                 1033
detailed placement    350          3143                 2794
global route          350          3067                 2794
global placement      350          3152                 2794
finish                350          3165                 2794
==> logic make-up after synthesis <==
| logic type | count (synthesis) | share of synthesized area (%) |
|---|---|---|
| compound gates | 2 | 4.116 |
| mux | 24 | 32.69 |
| simple gates | 41 | 25.30 |
| buf+inv | 54 | 37.89 |
==> layer usage <==
metal	wire length [um]	part of all wire [%]	global-route usage (%)
met3	725	12	5.405
met2	3176	53	20.66
met1	2058	34	11.30
met5	0	0	0
met4	51	0.85	0.7830
==> power groups by stage <==
stage	registers, mW	logic, mW	clock network [mW]
final	0	0.133	0
after global routing	0	0.143	0
after CTS	0	0.137	0
==> synth_stat cells <==
cell type / number / area, um^2
buf_4: 45 / 337.8
and2_1: 20 / 125.1
nor2b_1: 20 / 125.1
mux2_4: 18 / 270.3
mux2_2: 6 / 67.56
buf_2: 3 / 15.01
inv_1: 3 / 11.26
a31oi_4: 2 / 42.54
buf_6: 2 / 22.52
clkbuf_2: 1 / 5.000
nor2_4: 1 / 11.26
==> final timing paths <==
kind,cells after the start,to,slack (ps),from
setup / recovery,6,operand_two[2],3160,instruction[28]
hold / removal,0,cc[1],3400,instruction[25]
==> cell usage in the layout, fill, tap and decap left out, drive strengths merged <==
cell type	synthesis	layout
a31oi	2	2
and2	20	20
buf	50	2
clkdlybuf4s50	0	203
inv	3	3
mux2	24	24
nor2	1	1
nor2b	20	20
==> cell type report <==
class	instances	area, um^2	share of cell area, %
well taps	75	93.84	3.359
multi-input cells	67	641.9	22.97
repair buffers	205	2047	73.26
inverters	3	11.26	0.4030
Power is estimated from default activity; no workload was simulated.
