$ cat flow/design.v
module program_counter #(
    ADDRESS_WIDTH = 12
)(
    input reset,
    input [ADDRESS_WIDTH-1:0] bra_result,
    input bra_valid,
    input inc_pc,
    output [ADDRESS_WIDTH-1:0] pc
);
    logic [ADDRESS_WIDTH-1:0] pc_reg;
    always_ff @(posedge inc_pc or posedge reset) begin
         if(reset) begin
            pc_reg <= '0;
        end
        else if(bra_valid) begin
            pc_reg <= bra_result;
        end
        else begin
            pc_reg <= pc_reg + 1;
        end       
    end
    assign pc = pc_reg;
endmodule
$ cat flow/run.sh
#!/bin/bash
# OpenROAD 26Q1-2900-gdf79404cd8, Yosys 0.63+post, stock flow scripts
make -C /OpenROAD-flow-scripts/flow DESIGN_CONFIG=/design/flow/config.mk WORK_HOME=/design/flow/orfs finish
$ cat flow/config.mk
export PLATFORM = sky130hd
export DESIGN_NAME = program_counter
export DESIGN_NICKNAME = program_counter
export VERILOG_FILES = /design/flow/design.v
export SDC_FILE = /design/flow/constraint.sdc
export NUM_CORES = 4
export LEC_CHECK = 1
export CORE_AREA = 10 10 78 78
export DIE_AREA = 0 0 88 88
$ cat flow/constraint.sdc
current_design program_counter

set clk_period 3.2
set clk_io_pct 0.2

create_clock -name clk0 -period $clk_period [get_ports {inc_pc}]

set non_clock_inputs [all_inputs -no_clocks]
set_input_delay [expr $clk_period * $clk_io_pct] -clock clk0 $non_clock_inputs
set_output_delay [expr $clk_period * $clk_io_pct] -clock clk0 [all_outputs]
==> results_dict.tcl <==
# implementation run metrics
set metrics [dict create \
    clk-insertion-delay-late_ns 0.23 \
    ir_drop_mv 0.251 \
    globalplace.congestion 0.798 \
    drc 0 \
    largest_reg_flops 12 \
    p_seq_share_pct 45.9 \
    synthFlopType "dfrtp_1" \
    yosys-top-cells-count "dfrtp_1 (12), nand2_1 (9), nand3_1 (5)" \
    reg2reg_setup_slack_ns 1.64 \
    tightest_slew_ns 0.549 \
    syn-cell-area_um2 643 \
    top_cell_area_share_pct 46.7 \
    edf_count 0 \
    fp.dieH_um 88 \
    slew-limit-headroom_pct 63.3 \
    clk_pin_slew_worst_paths_ns 0.05 \
    area_leaders "dfrtp_1 (47%), nand2_1 (5.3%), or4_1 (4.7%), nand3_1 (3.9%), o211ai_1 (3.5%)" \
    avgSynthCellArea_um2 9.60 \
    viasPerCell 4.10 \
    hold_path_class "flip-flop to flip-flop" \
    drt_iter0_markers 28 \
    r2r-start "pc_reg[0]$_DFF_PP0_" \
    min_path_cells 1 \
    cts.sinks 12 \
    grt_pass1_wl_mm 3.02 \
    logic_family "simple AND/OR/NAND/NOR gates" \
    crit_fanout 18 \
    io_pins 27 \
    cts_buffer_depth 2 \
    cts.root.buffer_cell "clkbuf_8" \
    drt-total-wl_mm 1.85 \
    gr-usage-all-layers_pct 4.86 \
    post_cts_resized 0 \
    via_count 598 \
    cp_slowest_cell "clkdlybuf4s50_1" \
    crit_path_end_kind "flip-flop" \
    worst-r2r-cell-count 4 \
    detailedPlace.worstSlack_ns 0.747 \
    power_switching_share_pct 25.0 \
    hp-start "pc_reg[0]$_DFF_PP0_" \
    io_buffers 26 \
    setup_viol 0 \
    critPathLaunchType "input port" \
    synth_cell_types 24 \
    syn_inst 67 \
    ant_nets 0 \
    pwr-share-comb_pct 22.9 \
    crit_family "buffers and inverters" \
    finalSetupTns_ns 0 \
    diodes 0 \
    gr-total-overflow 0 \
    cts_buffers 3 \
    finalHoldViolCount 0 \
    rsz0062_at_grt "false" \
    die_w_um 88 \
    antenna_found_initial 0 \
    n_fill_cell 455 \
    drt_pass1_iterations 4 \
    simple_gate_share_pct 25.7 \
    slew_violations 0 \
    slowest_delay_ns 0.82 \
    ys_seq_share_pct 46.7 \
    path_class "input port to flip-flop" \
    ys_chip_area_um2 643 \
    xor_area_share_pct 4.09 \
    fin_ws_ns 0.969 \
    grt_pass1_vias 606 \
    reg2reg_to "pc_reg[10]$_DFF_PP0_" \
    chip_area_mm2 0.00774 \
    fin_crit_ns 2.23 \
    yosys.area.top_type "dfrtp_1" \
    synth_top_cell_by_count "dfrtp_1" \
    synth.area.mux_share_pct 1.75 \
    yosys_warnings 1 \
    rows 24 \
    cts_tree "yes" \
    fmax_mhz 448 \
    skew_ns 0.00143 \
    async_flop_share_pct 100 \
    path_buffers 2 \
    core_mm2 0.00441 \
    area_delta_synth_final_pct 55.6 \
    maxCapViolations 0 \
    cts_setup_buffers 0 \
    ys_ff 12 \
    openroad.warnings 25 \
    pwr-share-clk_pct 31.1 \
    cp.arrival_ns 2.35 \
    dpl.hpwl_mm 1.50 \
    yosys_cells 67 \
    switchingPower_uw 105 \
    crit_chain "clkdlybuf4s50_1, clkinv_1, o311a_1, a221o_1" \
    total_leakage_power_uw 0.000372 \
    fa_ha_area_share_pct 1.95 \
    ys_sh_aoi_pct 16.1 \
    routedWlPerCell_um 12.7 \
    intPower_uw 315 \
    htree_levels 1 \
    post-route-period-util_pct 69.7 \
    power_per_cell_area_mw_per_mm2 419 \
    ctsHoldBuffers 0 \
    post_route_cells_drive_above_1_share_pct 9.57 \
    crit_required_ns 3.31 \
    hold_end "pc_reg[0]$_DFF_PP0_" \
    fp-utilization_pct 14.6 \
    outcome "completed" \
    grt_max_degree 19 \
]
[cells by family (layout without fill, tap and decap cells)]
family                     Yosys count  after routing
adders and majority gates            1              1
buffers and inverters                6             33
AOI/OAI and AO/OA                   15             15
DFF                                 12             12
muxes                                1              1
and+or+nand+nor                     29             29
xor gates and xnor gates             3              3
[layer usage]
metal,track usage [%],vias up,wire length [um]
li1,-,307,-
met1,6.65,271,840
met2,7.47,18,877
met3,1.96,2,130
met4,0.145,0,5
met5,0,-,0
[worst max path at each step]
stage	startpoint	end	cells after the start
5_1_grt	bra_valid	pc_reg[8]$_DFF_PP0_	4
4_1_cts	bra_valid	pc_reg[8]$_DFF_PP0_	4
6_report	bra_valid	pc_reg[8]$_DFF_PP0_	4
[cell usage in the layout (no fill, tap or decap)]
cell             synthesis  layout
o311a_1                  1       1
or4_1                    4       4
ha_1                     1       1
o31ai_1                  3       3
clkbuf_8                 0       3
or4_2                    2       2
clkdlybuf4s50_1          0      26
nand3_1                  5       5
nand3_2                  2       2
nor2_1                   4       4
dfrtp_1                 12      12
mux2_2                   1       1
nand4_1                  1       1
clkinv_1                 1       1
nand4_2                  1       1
nor3_1                   1       1
xnor2_1                  2       2
o21ai_0                  4       4
inv_1                    3       3
nand2_1                  9       9
a31oi_1                  3       3
xor2_1                   1       1
o211ai_1                 3       3
a221o_1                  1       1
[final cells by class]
cell class	instances	area, um^2	share of cell area, %
Inverter	4	15.0	1.50
Timing Repair Buffer	26	260	26.0
Tap cell	52	65.1	6.50
Multi-Input combinational cell	49	319	31.9
Sequential cell	12	300	30.0
Clock buffer	3	41.3	4.13
[metrics by stage]
stage	util, %	power (uW)	cells	instance area, um^2	hold WS [ns]
finish	22.7	420	146	1000	0.557
global route	22.7	449	146	1000	0.584
floorplan	-	228	67	643	0.494
global placement	21.7	292	143	960	0.542
detailed placement	21.7	295	143	960	0.553
CTS	22.7	428	146	1000	0.561
[power by group through the flow]
stage	combinational (uW)	clock [uW]	sequential [uW]
final	96.2	131	193
after global routing	108	144	197
after CTS	100	135	193
[worst register-to-register path, cell delays in order, from the launching register on]
cell and delay, ns:
dfrtp_1 0.42, ha_1 0.23, nand3_2 0.17, or4_1 0.50, a31oi_1 0.16
Power and IR drop assume default switching activity.
